[flow/config.mk]
export PLATFORM = sky130hd
export DESIGN_NAME = instmem
export DESIGN_NICKNAME = instmem
export VERILOG_FILES = /design/flow/design.v
export SDC_FILE = /design/flow/constraint.sdc
export NUM_CORES = 4
export LEC_CHECK = 1
export CORE_AREA = 10 10 73 73
export DIE_AREA = 0 0 83 83
[flow/constraint.sdc]
current_design instmem

set clk_period 3.3
set clk_io_pct 0.2

create_clock -name clk0 -period $clk_period [get_ports {clk}]

set non_clock_inputs [all_inputs -no_clocks]
set_input_delay [expr $clk_period * $clk_io_pct] -clock clk0 $non_clock_inputs
set_output_delay [expr $clk_period * $clk_io_pct] -clock clk0 [all_outputs]
[flow/design.v]
module clockreg(out, in, en, res, resval, clk);
    parameter size = 8;
    output [size-1:0] out;
    reg [size-1:0] out;
    input [size-1:0] in;
    input en, res, clk;
    input [size-1:0] resval;
always @(posedge clk) begin
    if (res)
        out <= resval;
    else if(en)
        out <= in;
    end
endmodule
module instmem(
    input [63:0] pc,
    input clk,
    output [79:0] inst
);
wire [79:0] I1, I2, I3, I4, I5, I6, I7, I8, I9, I10;
clockreg # (80) I1reg(I1, 80'h30f3000000000000000c, 1'b1, 1'b0, 80'b0, clk);
clockreg # (80) I2reg(I2, 80'h30f40000000000000008, 1'b1, 1'b0, 80'b0, clk);
clockreg # (80) I3reg(I3, 80'h20350000000000000000, 1'b1, 1'b0, 80'b0, clk);
clockreg # (80) I4reg(I4, 80'h20460000000000000000, 1'b1, 1'b0, 80'b0, clk);
clockreg # (80) I5reg(I5, 80'h61450000000000000000, 1'b1, 1'b0, 80'b0, clk);
clockreg # (80) I6reg(I6, 80'h26540000000000000000, 1'b1, 1'b0, 80'b0, clk);
clockreg # (80) I7reg(I7, 80'h61360000000000000000, 1'b1, 1'b0, 80'b0, clk);
clockreg # (80) I8reg(I8, 80'h26630000000000000000, 1'b1, 1'b0, 80'b0, clk);
clockreg # (80) I9reg(I9, 80'h74000000000000000002, 1'b1, 1'b0, 80'b0, clk);
clockreg # (80) I10reg(I10, 80'h0, 1'b1, 1'b0, 80'b0, clk);
assign inst = pc == 0 ? I1 :
pc == 1 ? I2 :
pc == 2 ? I3 :
pc == 3 ? I4 :
pc == 4 ? I5 :
pc == 5 ? I6 :
pc == 6 ? I7 :
pc == 7 ? I8 :
pc == 8 ? I9 : 
pc == 9 ? I10 : 0;
endmodule
[flow/run.sh]
#!/bin/bash
# OpenROAD 26Q1-2900-gdf79404cd8, Yosys 0.63+post, stock flow scripts
make -C /OpenROAD-flow-scripts/flow DESIGN_CONFIG=/design/flow/config.mk WORK_HOME=/design/flow/orfs finish
==> flow_summary.json <==
{
  "cp_slowest_cell": "or4_4",
  "rsz0062_at_grt": "no",
  "ys_sh_xor_pct": 0,
  "port_buffers": 80,
  "post-route-period-util_pct": 96.5,
  "slew_violations": 0,
  "layout-drive-gt1-share_pct": 16.5,
  "ys_top_logic_family": "buffers and inverters",
  "io_pins": 145,
  "warning_count": 28,
  "endpoint_kind": "primary output",
  "rows": 22,
  "fin_area_um2": 1600,
  "antenna_found_initial": 1,
  "adder_share_pct": 0,
  "path_buffers": 4,
  "powerDensity_nw_per_um2": 63.8,
  "area_growth_pct": 85.1,
  "die_y_um": 83,
  "lay_top_count": "conb_1",
  "avgSynthCellArea_um2": 7.09,
  "drc": 0,
  "die_w_um": 83,
  "gp_congestion": 0.818,
  "status": "finished clean",
  "drt_iter0_markers": 23,
  "crit_fanout": 4,
  "muxShareOfSynthArea_pct": 1.30,
  "yosysWarnings": 1,
  "finalHoldViolations": 0,
  "crit_required_ns": 2.64,
  "grt_pass1_vias": 1139,
  "grt_max_degree": 12,
  "fill_cells": 385,
  "ir_drop_uv": 23.8,
  "syn_area_um2": 865,
  "viasPerCell": 3.76,
  "ys_cells": 122,
  "synth_compound_gate_area_share_pct": 7.81,
  "yosys.stat.seqShare_pct": 0,
  "yosys_area_um2": 865,
  "regArea_um2": 0,
  "flops": 0,
  "core_um2": 3740,
  "cap_violations": 0,
  "critPathKind": "in -> out",
  "grt_pass1_wl_um": 5600,
  "initCoreUtil_pct": 23.1,
  "drt_first_pass_iters": 2,
  "maxClockFrequency_mhz": 314,
  "overflow": 0,
  "slowest_delay_ns": 0.55,
  "dp_hpwl_um": 3460,
  "avgRoutedWirePerCell_um": 14.5,
  "n_clock_buffer": 0,
  "place_area_um2": 1510,
  "final_cell_mix": "conb_1, clkdlybuf4s50_1, dlygate4sd2_1",
  "die_area_um2": 6890,
  "grtUsageTotal_pct": 9.52,
  "crit_family": "simple AND/OR/NAND/NOR gates",
  "finalSetupViolCount": 0,
  "synth_cell_type_count": 24,
  "setup.worst_path.start_class": "input pin",
  "ant_nets": 0,
  "cp.arrival_ns": 2.52,
  "ys_sh_simple_pct": 32.3,
  "power.leakage_nw": 0.837,
  "crit_chain": "dlygate4sd2_1, or4_4, nor4_4, nand4_2, buf_6, buf_6, a21oi_1, buf_2",
  "route.final.wire_length_um": 3790,
  "finalSetupTns_ns": 0,
  "cpMostUsedCell": "buf_6",
  "hold_class": "in -> out",
  "fin_crit_ns": 3.18,
  "syn_inst": 122,
  "cts_hold_buf": 0,
  "vias": 982
}
## Yosys cell counts
library cell | n | area (um^2)
a21oi_1 | 4 | 20.0
and4_1 | 2 | 17.5
buf_4 | 65 | 488
inv_1 | 1 | 3.75
a2111oi_2 | 1 | 15.0
nor3_1 | 4 | 20.0
o21ba_1 | 1 | 10.0
mux2_2 | 1 | 11.3
or4_4 | 2 | 22.5
o21a_1 | 1 | 7.51
nand2_1 | 4 | 15.0
nor4_4 | 1 | 21.3
or4_1 | 1 | 7.51
nor3b_1 | 1 | 7.51
nand2b_1 | 1 | 6.26
clkbuf_1 | 3 | 11.3
nand4_1 | 1 | 6.26
conb_1 | 1 | 3.75
and4_2 | 2 | 20.0
nand4_4 | 1 | 21.3
and3_1 | 2 | 12.5
nor4_1 | 12 | 75.1
nor2_1 | 7 | 26.3
o21ai_0 | 3 | 15.0
## report_power, final
part	switching [mW]	leakage, nW	internal [mW]
logic	0.0305	0.837	0.0716
registers	0	0	0
clock network	0	0.00000634	0.0000000405
## layout make-up
type / count / area [um^2] / area share [%]
diodes: 1 / 2.50 / 0.156
well taps: 48 / 60.1 / 3.75
multi-input cells: 117 / 654 / 40.9
repair buffers: 94 / 880 / 55.0
inverters: 1 / 3.75 / 0.235
## final timing paths
kind  startpoint  cells past startpoint        to
max       pc[53]                      8  inst[70]
min       pc[54]                      7   inst[3]
## what timing repair did
action                     in CTS  in global routing
pin swaps                      13                  5
buffers inserted                7                  2
setup endpoints to repair      16                  6
gates resized                  48                  3
gates cloned                    1                  0
## cells by family after synthesis
family	after synthesis
buffers and inverters	69
AND/OR/NAND/NOR	41
AND-OR/OR-AND	10
multiplexers	1
other	1
## routing by layer
metal	share of wire (%)	routed length, um	GRT usage, %	vias up
met5	0	0	0	-
met3	8.9	336	3.25	0
li1	-	-	-	483
met1	42	1580	10.9	422
met4	0	0	0	0
met2	49	1870	17.5	77
## through the flow
step | instances | utilization (%) | worst slack (ns) | power, mW | hold slack, ns
finish | 261 | 42.7 | 0.115 | 0.102 | 1.97
global route | 261 | 42.7 | 0.0214 | 0.113 | 2.02
CTS | 259 | 42.4 | 0.00486 | 0.105 | 2.05
detailed placement | 251 | 40.3 | -0.321 | 0.105 | 2.43
global placement | 251 | 40.3 | -0.273 | 0.105 | 2.42
floorplan | 185 | - | 0.702 | 0.0691 | 1.34
No activity file was given, so power comes from the tool's default toggle rates.
