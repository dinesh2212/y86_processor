[flow/run.sh]
#!/bin/bash
# OpenROAD 26Q1-2900-gdf79404cd8, Yosys 0.63+post, stock flow scripts
make -C /OpenROAD-flow-scripts/flow DESIGN_CONFIG=/design/flow/config.mk WORK_HOME=/design/flow/orfs finish
[flow/config.mk]
export PLATFORM = sky130hd
export DESIGN_NAME = ALU
export DESIGN_NICKNAME = ALU
export VERILOG_FILES = /design/flow/design.v
export SDC_FILE = /design/flow/constraint.sdc
export NUM_CORES = 4
export LEC_CHECK = 1
export CORE_UTILIZATION = 40
[flow/constraint.sdc]
current_design ALU

set clk_period 40.7
set clk_io_pct 0.2

create_clock -name clk0 -period $clk_period

set non_clock_inputs [all_inputs -no_clocks]
set_input_delay [expr $clk_period * $clk_io_pct] -clock clk0 $non_clock_inputs
set_output_delay [expr $clk_period * $clk_io_pct] -clock clk0 [all_outputs]
[flow/design.v]
module ALU(
    input [63:0] ALU_A,
    input [63:0] ALU_B,
    input [3:0] ALU_fn,
    output [63:0] valE,
    output [2:0] CCnew
);
assign valE = ALU_fn == 0 ? ALU_A + ALU_B :
ALU_fn == 1 ? ALU_A - ALU_B :
ALU_fn == 2 ? ALU_A & ALU_B : ALU_A ^ ALU_B; 
assign CCnew[2] = valE == 0 ? 1 : 0; 
assign CCnew[1] = valE[63] == 1 ? 1 : 0;
assign CCnew[0] = ALU_fn == 0 ?   ((ALU_A[63] == ALU_B[63]) & valE[63] != ALU_A[63]) :
ALU_fn == 1 ? (ALU_A[63] != ALU_B[63]) & (ALU_B[63] != valE[63]) : 0;
endmodule
==> impl_metrics.yaml <==
# yosys + openroad results
outcome:
  status: "finished, final reports clean"
placed_design:
  dpl.hpwl_um: 41820
  port_buffers: 199
  gp_congestion: 1.044
critical_path:
  critPathCaptureType: "primary output"
  crit_arrival_ns: 14.54
  critPathKind: "in -> out"
  crit_path_start: "ALU_fn[3]"
  worstPathMaxFanout: 30
  crit_path_end: "CCnew[2]"
  worstPathRequired_ns: 32.56
  slowest_delay_ns: 0.73
  cp_cell_sequence: "clkdlybuf4s50_1 -> or2_2 -> buf_4 -> nor2_4 -> nand2_1 -> nand2_1 -> o21ai_0 -> or4_1 -> or4_1 -> nor4bb_1 -> nand4b_1 -> nor4b_1 -> and4_1 -> nand4b_1 -> nor4_2 -> clkdlybuf4s50_1"
  cp-start-kind: "input port"
  crit_slowest_cell: "nand2_1"
grt:
  antenna_found_initial: 0
  track_usage: 0.3767
  grt_remaining_overflow: 0
  grt_max_degree: 51
  first_global_vias: 13190
  grt_pass1_wl_um: 80800
floorplan:
  ios: 199
  die_y_um: 166.9
  core_um2: 26350
  die_area_um2: 27850
  initial_core_util: 0.4126
  rows: 59
  die_w_um: 166.9
detailed_routing:
  drt_iter0_markers: 1591
  first_pass_iters: 9
  wl_um: 53430
  vias_per_cell: 6.699
  ant_nets: 0
  diodes: 0
  remaining_drc_errors: 0
  wl_per_cell_um: 24.71
  via_count: 14480
clock_tree:
  postCtsSetupRepairBufs: 0
  cts-resized-gates: 0
  ctsHoldBuffers: 0
timing:
  holdWs_ns: 17.17
  tightest_slew_ns: 1.049
  period_needed_ns: 22.68
  max_freq_mhz: 44.09
  final_max_slew_viol_count: 0
  final_hold_viol_count: 0
  setup_tns_ns: 0
  rsz0062_at_grt: "no"
  final-setup-viol-count: 0
  slew_headroom: 0.2939
  period_used_share: 0.5573
cells_and_area:
  num-fill-cells: 2748
  layout-drive-gt1-share: 0.04652
  final_cell_mix: "a21oi_1 (222), clkdlybuf4s50_1 (198), nor2_1 (166)"
  layout_top_cell: "a21oi_1"
  area_delta_synth_final_pct: 18.62
  clkbuf_count: 0
  seq_area_um2: 0
  ff_count: 0
flow_run:
  warnings: 95
  drv_cap: 0
yosys:
  yosys_warnings: 0
  ys_area_um2: 10870
  postSynthSeqShare: 0
  netlist_area_um2: 10870
  ys_cells: 1717
  synth.distinct_cells: 103
  area_leaders: "ha_1 (15%), a21oi_1 (10%), nor2_1 (5.8%), nand2_1 (5.1%), o21ai_0 (4.5%)"
  synth_area_per_cell_um2: 6.333
  top_area_frac: 0.1461
  syn_inst: 1717
  top_area_cell: "ha_1"
pwr:
  total_power_uw: 216.3
  ir_drop_mv: 0.006511
  leakage_uw: 0.005082
  p_per_area_nw_per_um2: 16.77
min_path:
  hold_class: "in -> out"
==> kinds of logic (layout without fill, tap and decap cells) <==
group / count (synthesis) / after routing / share of synthesized area
xor+xnor: 30 / 30 / 0.02417
simple gates: 597 / 597 / 0.2702
mux: 27 / 27 / 0.02509
fa+ha+maj: 129 / 129 / 0.1498
compound gates: 689 / 689 / 0.4320
buf+inv: 245 / 355 / 0.09873
==> cell type report <==
cell class	count	area (um^2)	share of cell area
timing repair buffer	223	2167	0.1680
tap	335	419.2	0.03250
inverter	132	495.5	0.03842
multi-input combinational	1472	9816	0.7611
==> cells in the mapped netlist (all sizes together), types with 9 or more instances <==
cell	instances
a21oi	222
nor2	169
nand2	149
inv	130
ha	127
o21ai	103
clkbuf	77
o31ai	54
nor3	52
nor4	48
nand4	38
buf	36
nand3	36
o21bai	30
xnor2	29
a211oi	28
a31oi	26
mux2i	25
o211ai	25
a21o	23
nor2b	19
or3	19
o22ai	15
o21a	14
a21boi	13
and3	13
o221ai	13
nand2b	10
a211o	9
a221oi	9
o311ai	9
==> per-stage QoR <==
stage / util / setup WS, ns / instance area (um^2) / cells
2_1_floorplan: - / 20.92 / 10870 / 1717
3_3_place_gp: 0.4894 / 18.30 / 12900 / 2162
3_5_place_dp: 0.4894 / 18.29 / 12900 / 2162
4_1_cts: 0.4894 / 18.29 / 12900 / 2162
5_1_grt: 0.4894 / 17.85 / 12900 / 2162
6_report: 0.4894 / 18.02 / 12900 / 2162
==> per-layer routing <==
layer / up-vias / global-route usage / wire [um]
met5: - / 0 / 0
met4: 0 / 0.1320 / 2302
met3: 152 / 0.07649 / 6158
met2: 923 / 0.5605 / 22400
met1: 6711 / 0.5364 / 22570
li1: 6698 / - / -
==> worst min-delay path by stage <==
stage         depth (start not counted)       to      start
CTS                                   5  valE[1]  ALU_fn[0]
global route                          5  valE[1]  ALU_fn[0]
finish                                5  valE[1]  ALU_fn[0]
==> worst max-delay path, delay by kind of cell <==
kind | cells | cell delay [ns]
buf+inv | 3 | 1.32
compound gates | 1 | 0.23
simple gates | 12 | 4.84
==> power by group <==
part	total (uW)	internal (uW)	switching [uW]
logic	216	84.1	132
clock network	0	0	0
registers	0	0	0
total	216	84.1	132
Power figures rest on the tool's default switching activity, not on a simulated workload.
