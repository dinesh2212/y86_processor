### run.sh
#!/bin/bash
# OpenROAD 26Q1-2900-gdf79404cd8, Yosys 0.63+post, stock flow scripts
make -C /OpenROAD-flow-scripts/flow DESIGN_CONFIG=/design/flow/config.mk WORK_HOME=/design/flow/orfs finish
### config.mk
export PLATFORM = sky130hd
export DESIGN_NAME = cond
export DESIGN_NICKNAME = cond
export VERILOG_FILES = /design/flow/design.v
export SDC_FILE = /design/flow/constraint.sdc
export NUM_CORES = 4
export LEC_CHECK = 1
export CORE_AREA = 10 10 70 70
export DIE_AREA = 0 0 80 80
### constraint.sdc
current_design cond

set clk_period 1.1
set clk_io_pct 0.2

create_clock -name clk0 -period $clk_period

set non_clock_inputs [all_inputs -no_clocks]
set_input_delay [expr $clk_period * $clk_io_pct] -clock clk0 $non_clock_inputs
set_output_delay [expr $clk_period * $clk_io_pct] -clock clk0 [all_outputs]
### design.v
module cond(
    input [3:0] ifun,
    input [2:0] CC,
    output cnd
);
wire ZF = CC [2];
wire SF = CC [1];
wire OF = CC [0];
assign cnd = ifun == 0 ? 1 :
ifun == 1 ? (SF ^ OF) | ZF :
ifun == 2 ? SF ^ OF :
ifun == 3 ? ZF :
ifun == 4 ? ~ZF :
ifun == 5 ? ~(SF ^ OF) : ~(SF ^ OF) & ~ZF ;
endmodule
==> impl_metrics.tcl <==
# flow metrics
set metrics [dict create \
    clockBufferCount 0 \
    max_slew_margin 0.870 \
    intPower_mw 0.0518 \
    switching_share 0.406 \
    avgSynthCellArea_um2 8.08 \
    totalWireLength_um 367 \
    end_kind "primary output" \
    min_to "cnd" \
    tightest_slew_ps 195 \
    hold_viol 0 \
    p_total_mw 0.0872 \
    grt_max_degree 6 \
    avgViaCountPerCell 1.88 \
    pwr-share-seq 0 \
    min_period_ps 1270 \
    cp-start-kind "primary input" \
    timing.final.ws_setup_ps -169 \
    io_buffers 8 \
    violations "negative setup slack" \
    required_ps 880 \
    first_global_vias 112 \
    pwr-share-comb 1.000 \
    grt_usage 0.0102 \
    p_per_area_mw_per_mm2 330 \
    rows 21 \
    finalSetupViolCount 1 \
    timing.max_cap.violations 0 \
    ys_seq_frac 0 \
    holdPathStages 3 \
    p_leak_nw 0.0916 \
    drt_first_pass_iters 2 \
    utilization 0.0773 \
    place_congestion 0.634 \
    die_x_um 80 \
    die_h_um 80 \
    dpl.cell_count 66 \
    ys_cells 11 \
    wl_per_cell_um 5.48 \
    overflow 0 \
    num_io_pins 8 \
    vias 126 \
    syn_to_final_growth_pct 197 \
    critPathArrivalTime_ps 1050 \
    post_layout_nonfiller_instances 67 \
    route.detailed.drc 0 \
    status "finished, violations left" \
    fmax_mhz 788 \
    clockPowerShare 0 \
    core_area_mm2 0.00342 \
    flops 0 \
    switching_power_mw 0.0354 \
    crit_type "in -> out" \
    dr.first_iter.drc_count 3 \
    antenna_found_initial 0 \
    die_area_mm2 0.00640 \
    yosys_warnings 0 \
    grt_pass1_wl_um 524 \
    startpoint "CC[2]" \
    ant_nets 0 \
    n_antenna_cell 0 \
    min-delay-start "ifun[3]" \
    cp_max_fo 2 \
    initCoreUtil 0.0260 \
    peakVddDrop_uv 65.6 \
    ys_chip_area_um2 88.8 \
    seq_area_um2 0 \
    synth_area_um2 88.8 \
    drv_slew 0 \
    place_hpwl_um 319 \
    hold_path.class "in -> out" \
    fin_crit_sh 1.15 \
    openroad.warnings 34 \
    synth_cells 11 \
    layout-drive-gt1-share 0.714 \
    synth_cell_type_count 8 \
    rsz0062_at_grt "true" \
]
-- kinds of logic (layout without fill, tap and decap cells) --
| logic type | Yosys count | in the layout | synth area share |
|---|---|---|---|
| xor+xnor | 1 | 1 | 0.183 |
| buf+inv | 0 | 10 | 0 |
| simple gates | 6 | 6 | 0.324 |
| compound gates | 4 | 4 | 0.493 |
-- metrics by stage --
stage               hold WS [ps]  worst slack (ps)  instance area [um^2]  setup TNS [ps]
detailed placement          1440             -1010                   234           -1010
global route                 913              -227                   264            -227
finish                       868              -169                   264            -169
floorplan                    466              70.2                  88.8               0
global placement            1450             -1020                   234           -1020
CTS                          884              -192                   259            -192
-- synthesized netlist by cell type --
| master | number | area, um^2 |
|---|---|---|
| nand2b_1 | 2 | 12.5 |
| xor2_2 | 1 | 16.3 |
| o21a_1 | 1 | 7.51 |
| nor2_1 | 3 | 11.3 |
| o32ai_1 | 1 | 8.76 |
| o221ai_2 | 1 | 15.0 |
| a211oi_2 | 1 | 12.5 |
| nor3_1 | 1 | 5.00 |
-- routing by layer --
layer  global-route usage  share of wire
met4                    0              0
met3              0.00568           0.16
met2               0.0144           0.37
met1               0.0139           0.47
met5                    0              0
-- layout by cell type (no fill, tap or decap) --
cell           synthesis  layout
buf_2                  0       4
nor2_1                 3       3
nand2b_4               0       2
dlygate4sd2_1          0       2
buf_4                  0       2
xor2_4                 0       1
o221ai_2               1       1
nor3_2                 0       1
o21a_1                 1       1
a211oi_2               1       1
o32ai_2                0       1
buf_6                  0       1
buf_8                  0       1
-- worst max path at each step --
stage | endpoint | depth (start not counted)
4_1_cts | cnd | 6
5_1_grt | cnd | 6
6_report | cnd | 5
-- what timing repair did --
item                                    CTS  global route
gates resized                            34             1
pin swaps                                 4             0
buffers inserted                          1             0
endpoints found under the setup margin    1             1
hold buffers                              0             0
-- cell type report --
| class | instances | area [um^2] |
|---|---|---|
| fill | 405 | 3150 |
| multi-input combinational | 11 | 128 |
| tap | 46 | 57.6 |
| timing repair buffer | 10 | 78.8 |
-- critical path: stages --
cell and delay (ps):
dlygate4sd2_1 250, buf_4 140, a211oi_2 220, o32ai_2 100
buf_2 120
-- power by group through the flow --
stage	Sequential [mW]	Combinational, mW	Clock (mW)
global route	0	0.0950	0
finish	0	0.0872	0
CTS	0	0.0883	0
Power figures rest on the tool's default switching activity, not on a simulated workload.
